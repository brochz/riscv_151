`run.sh`:
```
#!/bin/bash
# OpenROAD 26Q1-2900-gdf79404cd8, Yosys 0.63+post, stock flow scripts
make -C /OpenROAD-flow-scripts/flow DESIGN_CONFIG=/design/flow/config.mk WORK_HOME=/design/flow/orfs finish
```
`config.mk`:
```
export PLATFORM = sky130hd
export DESIGN_NAME = ASYNC_RAM_DP
export DESIGN_NICKNAME = ASYNC_RAM_DP
export VERILOG_FILES = /design/flow/design.v
export SDC_FILE = /design/flow/constraint.sdc
export NUM_CORES = 4
export LEC_CHECK = 1
export CORE_UTILIZATION = 40
```
`constraint.sdc`:
```
current_design ASYNC_RAM_DP

set clk_period 22.5
set clk_io_pct 0.2

create_clock -name clk0 -period $clk_period [get_ports {clk}]

set non_clock_inputs [all_inputs -no_clocks]
set_input_delay [expr $clk_period * $clk_io_pct] -clock clk0 $non_clock_inputs
set_output_delay [expr $clk_period * $clk_io_pct] -clock clk0 [all_outputs]
```
`design.v`:
```
`timescale 1ns/1ns
module REGISTER(q, d, clk);
  parameter N = 1;
  output reg [N-1:0] q;
  input [N-1:0]      d;
  input 	     clk;
  initial q = {N{1'b0}};
  always @(posedge clk)
    q <= d;
endmodule  
module REGISTER_CE(q, d, ce, clk);
  parameter N = 1;
  output reg [N-1:0] q;
  input [N-1:0]      d;
  input 	      ce, clk;
  initial q = {N{1'b0}};
  always @(posedge clk)
    if (ce) q <= d;
endmodule  
module REGISTER_R(q, d, rst, clk);
  parameter N = 1;
  parameter INIT = {N{1'b0}};
  output reg [N-1:0] q;
  input [N-1:0]      d;
  input 	      rst, clk;
  initial q = INIT;
  always @(posedge clk)
    if (rst) q <= INIT;
    else q <= d;
endmodule  
module REGISTER_R_CE(q, d, rst, ce, clk);
  parameter N = 1;
  parameter INIT = {N{1'b0}};
  output reg [N-1:0] q;
  input [N-1:0]      d;
  input 	      rst, ce, clk;
  initial q = INIT;
  always @(posedge clk)
    if (rst) q <= INIT;
    else if (ce) q <= d;
endmodule  
module ASYNC_ROM(q, addr);
  parameter DWIDTH = 8;              
  parameter AWIDTH = 8;              
  parameter DEPTH  = (1 << AWIDTH);  
  parameter MIF_HEX = "";
  parameter MIF_BIN = "";
  input  [AWIDTH-1:0] addr;  
  output [DWIDTH-1:0] q;     
  (* rom_style = "distributed" *) reg [DWIDTH-1:0] mem [0:DEPTH-1];
  integer i;
  initial begin
    if (MIF_HEX != "") begin
      $readmemh(MIF_HEX, mem);
    end
    else if (MIF_BIN != "") begin
      $readmemb(MIF_BIN, mem);
    end
    else begin
      for (i = 0; i < DEPTH; i = i + 1) begin
        mem[i] = 0;
      end
    end
  end
  assign q = mem[addr];
endmodule  
module ASYNC_RAM(q, d, addr, we, clk);
  parameter DWIDTH = 8;              
  parameter AWIDTH = 8;              
  parameter DEPTH  = (1 << AWIDTH);  
  parameter MIF_HEX = "";
  parameter MIF_BIN = "";
  input               clk;
  input  [AWIDTH-1:0] addr;  
  input 	            we;    
  input  [DWIDTH-1:0] d;     
  output [DWIDTH-1:0] q;     
  (* ram_style = "distributed" *) reg [DWIDTH-1:0] mem [0:DEPTH-1];
  integer i;
  initial begin
    if (MIF_HEX != "") begin
      $readmemh(MIF_HEX, mem);
    end
    else if (MIF_BIN != "") begin
      $readmemb(MIF_BIN, mem);
    end
    else begin
      for (i = 0; i < DEPTH; i = i + 1) begin
        mem[i] = 0;
      end
    end
  end
  always @(posedge clk) begin
    if (we)
      mem[addr] <= d;
  end
  assign q = mem[addr];
endmodule  
module SYNC_ROM(q, addr, en, clk);
  parameter DWIDTH = 8;              
  parameter AWIDTH = 8;              
  parameter DEPTH  = (1 << AWIDTH);  
  parameter MIF_HEX = "";
  parameter MIF_BIN = "";
  input 	            clk;
  input               en;    
  input  [AWIDTH-1:0] addr;  
  output [DWIDTH-1:0] q;     
  (* rom_style = "block" *) reg [DWIDTH-1:0] mem [0:DEPTH-1];
  integer i;
  initial begin
    if (MIF_HEX != "") begin
      $readmemh(MIF_HEX, mem);
    end
    else if (MIF_BIN != "") begin
      $readmemb(MIF_BIN, mem);
    end
    else begin
      for (i = 0; i < DEPTH; i = i + 1) begin
        mem[i] = 0;
      end
    end
  end
  reg [DWIDTH-1:0] read_data_reg;
  always @(posedge clk) begin
    if (en) begin
      read_data_reg <= mem[addr];
    end
  end
  assign q = read_data_reg;
endmodule  
module SYNC_RAM(q, d, addr, we, en, clk);
  parameter DWIDTH = 8;            
  parameter AWIDTH = 8;            
  parameter DEPTH  = 1 << AWIDTH;  
  parameter MIF_HEX = "";
  parameter MIF_BIN = "";
  input               clk;
  input  [AWIDTH-1:0] addr;  
  input 	            we;    
  input               en;    
  input  [DWIDTH-1:0] d;     
  output [DWIDTH-1:0] q;     
  (* ram_style = "block" *) reg [DWIDTH-1:0] mem [0:DEPTH-1];
  integer i;
  initial begin
    if (MIF_HEX != "") begin
      $readmemh(MIF_HEX, mem);
    end
    else if (MIF_BIN != "") begin
      $readmemb(MIF_BIN, mem);
    end
    else begin
      for (i = 0; i < DEPTH; i = i + 1) begin
        mem[i] = 0;
      end
    end
  end
  reg [DWIDTH-1:0] read_data_reg;
  always @(posedge clk) begin
    if (en) begin
      if (we)
        mem[addr] <= d;
      read_data_reg <= mem[addr];
    end
  end
  assign q = read_data_reg;
endmodule  
module SYNC_ROM_DP(q0, addr0, en0, q1, addr1, en1, clk);
  parameter DWIDTH = 8;              
  parameter AWIDTH = 8;              
  parameter DEPTH  = (1 << AWIDTH);  
  parameter MIF_HEX = "";
  parameter MIF_BIN = "";
  input 	            clk;
  input               en0, en1;      
  input  [AWIDTH-1:0] addr0, addr1;  
  output [DWIDTH-1:0] q0, q1;        
  (* rom_style = "block" *) reg [DWIDTH-1:0] mem [0:DEPTH-1];
  integer i;
  initial begin
    if (MIF_HEX != "") begin
      $readmemh(MIF_HEX, mem);
    end
    else if (MIF_BIN != "") begin
      $readmemb(MIF_BIN, mem);
    end
    else begin
      for (i = 0; i < DEPTH; i = i + 1) begin
        mem[i] = 0;
      end
    end
  end
  reg [DWIDTH-1:0] read_data0_reg;
  reg [DWIDTH-1:0] read_data1_reg;
  always @(posedge clk) begin
    if (en0) begin
      read_data0_reg <= mem[addr0];
    end
  end
  always @(posedge clk) begin
    if (en1) begin
      read_data1_reg <= mem[addr1];
    end
  end
  assign q0 = read_data0_reg;
  assign q1 = read_data1_reg;
endmodule  
module ASYNC_RAM_DP(q0, d0, addr0, we0, q1, d1, addr1, we1, clk);
  parameter DWIDTH = 8;              
  parameter AWIDTH = 8;              
  parameter DEPTH  = (1 << AWIDTH);  
  parameter MIF_HEX = "";
  parameter MIF_BIN = "";
  input               clk;
  input  [AWIDTH-1:0] addr0, addr1;  
  input 	            we0, we1;      
  input  [DWIDTH-1:0] d0, d1;        
  output [DWIDTH-1:0] q0, q1;        
  (* ram_style = "distributed" *) reg [DWIDTH-1:0] mem [0:DEPTH-1];
  integer i;
  initial begin
    if (MIF_HEX != "") begin
      $readmemh(MIF_HEX, mem);
    end
    else if (MIF_BIN != "") begin
      $readmemb(MIF_BIN, mem);
    end
    else begin
      for (i = 0; i < DEPTH; i = i + 1) begin
        mem[i] = 0;
      end
    end
  end
  always @(posedge clk) begin
    if (we0)
      mem[addr0] <= d0;
  end
  always @(posedge clk) begin
    if (we1)
      mem[addr1] <= d1;
  end
  assign q0 = mem[addr0];
  assign q1 = mem[addr1];
endmodule  
module SYNC_RAM_DP(q0, d0, addr0, we0, en0, q1, d1, addr1, we1, en1, clk);
  parameter DWIDTH = 8;              
  parameter AWIDTH = 8;              
  parameter DEPTH  = (1 << AWIDTH);  
  parameter MIF_HEX = "";
  parameter MIF_BIN = "";
  input               clk;
  input  [AWIDTH-1:0] addr0, addr1;  
  input 	            we0, we1;      
  input               en0, en1;      
  input  [DWIDTH-1:0] d0, d1;        
  output [DWIDTH-1:0] q0, q1;        
  (* ram_style = "block" *) reg [DWIDTH-1:0] mem [0:DEPTH-1];
  integer i;
  initial begin
    if (MIF_HEX != "") begin
      $readmemh(MIF_HEX, mem);
    end
    else if (MIF_BIN != "") begin
      $readmemb(MIF_BIN, mem);
    end
    else begin
      for (i = 0; i < DEPTH; i = i + 1) begin
        mem[i] = 0;
      end
    end
  end
  reg [DWIDTH-1:0] read_data0_reg, read_data1_reg;
  always @(posedge clk) begin
    if (en0) begin
      if (we0)
        mem[addr0] <= d0;
      read_data0_reg <= mem[addr0];
    end
  end
  always @(posedge clk) begin
    if (en1) begin
      if (we1)
        mem[addr1] <= d1;
      read_data1_reg <= mem[addr1];
    end
  end
  assign q0 = read_data0_reg;
  assign q1 = read_data1_reg;
endmodule  
module SYNC_RAM_WBE(q, d, addr, en, wbe, clk);
  parameter DWIDTH = 8;              
  parameter AWIDTH = 8;              
  parameter DEPTH  = (1 << AWIDTH);  
  parameter MIF_HEX = "";
  parameter MIF_BIN = "";
  input [DWIDTH-1:0]   d;     
  input [AWIDTH-1:0]   addr;  
  input [DWIDTH/8-1:0] wbe;   
  input en;
  input clk;
  output [DWIDTH-1:0] q;
  (* ram_style = "block" *) reg [DWIDTH-1:0] mem [0:DEPTH-1];
  integer i;
  initial begin
    if (MIF_HEX != "") begin
      $readmemh(MIF_HEX, mem);
    end
    else if (MIF_BIN != "") begin
      $readmemb(MIF_BIN, mem);
    end
    else begin
      for (i = 0; i < DEPTH; i = i + 1) begin
        mem[i] = 0;
      end
    end
  end
  reg [DWIDTH-1:0] read_data_reg;
  always @(posedge clk) begin
    if (en) begin
      for (i = 0; i < DWIDTH/8; i = i+1) begin
        if (wbe[i])
          mem[addr][i*8 +: 8] <= d[i*8 +: 8];
        end
      read_data_reg <= mem[addr];
    end
  end
  assign q = read_data_reg;
endmodule  
module SYNC_RAM_DP_WBE(q0, d0, addr0, en0, wbe0, q1, d1, addr1, en1, wbe1, clk);
  parameter DWIDTH = 8;              
  parameter AWIDTH = 8;              
  parameter DEPTH  = (1 << AWIDTH);  
  parameter MIF_HEX = "";
  parameter MIF_BIN = "";
  input clk;
  input [DWIDTH-1:0]   d0;     
  input [AWIDTH-1:0]   addr0;  
  input [DWIDTH/8-1:0] wbe0;   
  input                en0;
  output [DWIDTH-1:0]  q0;
  input [DWIDTH-1:0]   d1;     
  input [AWIDTH-1:0]   addr1;  
  input [DWIDTH/8-1:0] wbe1;   
  input                en1;
  output [DWIDTH-1:0]  q1;
  (* ram_style = "block" *) reg [DWIDTH-1:0] mem [0:DEPTH-1];
  integer i;
  initial begin
    if (MIF_HEX != "") begin
      $readmemh(MIF_HEX, mem);
    end
    else if (MIF_BIN != "") begin
      $readmemb(MIF_BIN, mem);
    end
    else begin
      for (i = 0; i < DEPTH; i = i + 1) begin
        mem[i] = 0;
      end
    end
  end
  reg [DWIDTH-1:0] read_data0_reg;
  reg [DWIDTH-1:0] read_data1_reg;
  always @(posedge clk) begin
    if (en0) begin
      for (i = 0; i < 4; i = i+1) begin
        if (wbe0[i])
          mem[addr0][i*8 +: 8] <= d0[i*8 +: 8];
      end
      read_data0_reg <= mem[addr0];
    end
  end
  always @(posedge clk) begin
    if (en1) begin
      for (i = 0; i < 4; i = i+1) begin
        if (wbe1[i])
          mem[addr1][i*8 +: 8] <= d1[i*8 +: 8];
        end
      read_data1_reg <= mem[addr1];
    end
  end
  assign q0 = read_data0_reg;
  assign q1 = read_data1_reg;
endmodule  
module ASYNC_RAM_1W2R(d0, addr0, we0, q1, addr1, q2, addr2, clk);
  parameter DWIDTH = 8;   
  parameter AWIDTH = 8;   
  parameter DEPTH = 256;  
  parameter MIF_HEX = "";
  parameter MIF_BIN = "";
  input clk;
  input [DWIDTH-1:0] d0;     
  input [AWIDTH-1:0] addr0;  
  input              we0;    
  input [AWIDTH-1:0] addr1;  
  output [DWIDTH-1:0] q1;
  input [AWIDTH-1:0] addr2;  
  output [DWIDTH-1:0] q2;
  (* ram_style = "distributed" *) reg [DWIDTH-1:0] mem [0:DEPTH-1];
  integer i;
  initial begin
    if (MIF_HEX != "") begin
      $readmemh(MIF_HEX, mem);
    end
    else if (MIF_BIN != "") begin
      $readmemb(MIF_BIN, mem);
    end
    else begin
      for (i = 0; i < DEPTH; i = i + 1) begin
        mem[i] = 0;
      end
    end
  end
  always @(posedge clk) begin
    if (we0)
      mem[addr0] <= d0;
  end
  assign q1 = addr1? mem[addr1]:0;
  assign q2 = addr2? mem[addr2]:0;
endmodule  
```
==> impl_metrics.py <==
# Generated from Yosys and OpenROAD reports
metrics = {
    "grt": {
        "grt_start_max_net_pins": 103,
        "overflow": 0,
        "grt_pass1_vias": 82400,
        "antenna_found_initial": 23,
        "grt_use_total_pct": 31.8,
        "grt_pass1_wl_um": 634000,
    },
    "detailed_routing": {
        "first_pass_iters": 8,
        "routed_wl_um": 451000,
        "detail-route-antenna-nets": 0,
        "via_per_inst": 6.73,
        "remaining_drc_errors": 0,
        "vias": 78200,
        "wl_per_cell_um": 38.8,
        "drtIter0Drc": 5956,
    },
    "final_timing": {
        "drv_slew": 2,
        "rsz0062_at_grt": "no",
        "whs_ps": 4230,
        "min_period_ps": 15910,
        "fmax_mhz": 62.9,
        "hold_viol_final": 0,
        "slew_headroom_pct": -3.61,
        "setup_viol": 0,
        "worst_slew_pin_slew_ps": 1530,
        "fin_ws_ps": 6590,
        "final.setup.tns_ps": 0,
        "min_period_over_period_pct": 70.7,
    },
    "power_and_ir_drop": {
        "p_leak_nw": 41.4,
        "ir_drop_uv": 67.0,
        "power.density_nw_per_um2": 67.5,
        "power.total_mw": 9.08,
    },
    "clock_tree": {
        "clock-sinks": 2048,
        "cts_root_buffer": "clkbuf_16",
        "cts_made_buffers": 233,
        "cts.clk_slew.worst_paths_ps": 60,
        "post_cts_resized": 0,
        "clockBufferDepth": 4,
        "holdBufCountCts": 0,
        "cts_setup_buffers": 0,
        "cts_tree": "built",
        "cts-htree-levels": 4,
    },
    "setup_path": {
        "crit_start": "addr0[0]",
        "cpPeakStageDelay_ps": 1380,
        "worstSetupPathType": "in -> out",
        "cp_common_cell": "buf_4",
        "crit_family": "buffers and inverters",
        "critPathLaunchType": "input port",
        "critPathCaptureType": "output pin",
        "slowest_stage": "o41ai_1",
        "crit_required_ps": 18000,
        "critPathBufInv": 7,
        "crit_chain": "buf_8 > buf_4 > buf_4 > buf_4 > buf_4 > mux4_2 > a22oi_1 > a21oi_1 > o41ai_1 > buf_4 > nand4_1 > clkdlybuf4s50_1",
        "crit_path_max_fanout": 54,
        "crit_arrival_ps": 11410,
    },
    "floorplan": {
        "io_pins": 51,
        "die_y_um": 552,
        "core-area_um2": 301000,
        "fp_util_pct": 40.3,
        "rows": 201,
        "dieArea_um2": 305000,
        "die_w_um": 552,
    },
    "synthesis": {
        "edf_count": 2048,
        "synth_cell_type_count": 34,
        "syn_area_um2": 121000,
        "synth-async-reset-ratio_pct": 0,
        "synth_chip_area_um2": 121000,
        "syn_avg_cell_area_um2": 16.0,
        "synth-main-ff-cell": "edfxtp_1",
        "ys_cells": 7569,
        "ys.flops": 2048,
        "yosysWarnings": 1,
        "synthCells": 7569,
        "synth_seq_share_pct": 50.8,
    },
    "place": {
        "dp_cells": 11100,
        "preCtsSetupSlack_ps": 6680,
        "hpwl_um": 284000,
        "port_buffers": 50,
        "routabilityCongestion": 1.01,
    },
    "status": {
        "outcome": "finished, violations left",
        "violations": "capacitance limit, slew limit",
    },
    "flow_run": {
        "log.warning_count": 43,
        "maxCapViolations": 1,
    },
    "worst_hold_path": {
        "whs_endpoint": "mem[240][6]",
        "min_path_type": "in -> reg",
        "hold_depth": 2,
        "hold_start": "d1[6]",
    },
    "final_layout": {
        "top_regs": "mem x2048",
        "drive_above_1_share_pct": 54.5,
        "largest-register": "mem",
        "largest_reg_flops": 2048,
        "area_growth_pct": 11.1,
        "fin_cells": 11600,
    },
}
## placed cells by master (no fill, tap or decap), types with 3 or more instances in the layout
cell             synthesis  final
edfxtp_1              2048   2048
mux2_2                2027   2027
mux4_2                1024   1024
a22oi_1                512    512
buf_4                   38    503
a21oi_1                256    256
clkbuf_16                0    235
o22ai_1                160    160
nor2_2                 120    120
o21ai_0                 96     96
nand2_1                103     79
clkinv_1                 0     71
nand2_2                 50     68
o41ai_1                 62     57
clkinv_2                 0     49
nor2_1                  49     47
diode_2                  0     44
clkbuf_1               723     34
clkdlybuf4s50_1          0     30
bufinv_16                0     27
mux2_1                  21     21
buf_8                    0     20
nand4_1                 16     16
nor2_4                  13     15
nor2b_1                 16     11
nand3_1                 13     10
buf_12                   0     10
o41ai_2                  2      7
nand2_4                  0      6
and2_1                   7      5
nor3b_2                  0      4
nand2b_2                 0      4
nand2b_1                 8      4
nor2b_4                  0      4
clkinv_16                0      4
nand3_4                  0      3
or2_2                    2      3
nor3_1                   3      3
clkinv_4                 0      3
clkinvlp_4               0      3
## power breakdown
group | switching [mW] | internal (mW)
Combinational | 0.617 | 0.395
Clock | 1.64 | 2.21
Sequential | 0.00765 | 4.21
## stage by stage
stage / area, um2 / utilization (%)
4_1_cts: 134000 / 44.7
6_report: 135000 / 44.8
3_3_place_gp: 127000 / 42.2
3_5_place_dp: 127000 / 42.2
5_1_grt: 134000 / 44.7
2_1_floorplan: 121000 / -
## worst max path at each step
| stage | endpoint | slack (ps) | cells past startpoint |
|---|---|---|---|
| 6_report | q0[5] | 6590 | 12 |
| 5_1_grt | q0[5] | 6470 | 12 |
| 4_1_cts | q0[5] | 6660 | 12 |
## logic make-up after synthesis
kind of cell | after synthesis | share of synthesized area (%)
simple gates | 413 | 1.88
compound gates | 1088 | 5.93
flops | 2048 | 50.8
buf+inv | 948 | 3.31
mux | 3072 | 38.1
## cell usage after synthesis, drive strengths merged, types with 5 or more instances
library cell | number | share of area, %
mux2 | 2048 | 19
and2 | 7 | 0.036
buf | 225 | 1.1
mux4 | 1024 | 19
nand2 | 153 | 0.58
edfxtp | 2048 | 51
nand3 | 13 | 0.054
o22ai | 160 | 0.83
nor3 | 5 | 0.029
a22oi | 512 | 3.2
nor2 | 182 | 0.89
nand4 | 16 | 0.083
nand2b | 8 | 0.041
o21ai | 96 | 0.40
nor2b | 16 | 0.083
clkbuf | 723 | 2.2
o41ai | 64 | 0.48
a21oi | 256 | 1.1
## routing by layer
layer	up-vias	GRT usage, %	wire, um
li1	31200	-	-
met1	40600	38.7	149000
met2	5293	45.2	204000
met3	1100	20.4	69500
met4	28	14.7	27200
met5	-	2.41	881
## final cells by class
type                            instances  area (um2)
Fill cell                           25600      166000
Sequential cell                      2048       61500
Multi-Input combinational cell       4573       55800
Clock buffer                          269        6010
Tap cell                             3958        4950
Timing Repair Buffer                  563        4580
Clock inverter                        161        1550
Antenna cell                           44         110
Power figures rest on the tool's default switching activity, not on a simulated workload.
